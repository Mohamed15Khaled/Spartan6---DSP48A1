==> /design/flow/design.v <==
module register_or_not (clk, in, out, rst, enable);
    parameter SEL = 1; 
    parameter RSTTYPE = "SYNC";
    parameter WIDTH = 18; 
    input clk, rst, enable; 
    input [WIDTH-1:0] in;
    output reg [WIDTH-1:0] out;
    generate
        if (SEL == 0) begin
            always @(*) begin
                out = in; 
            end
        end else if (SEL == 1) begin
            if (RSTTYPE == "SYNC") begin
                always @(posedge clk) begin
                    if (rst) begin
                        out <= 0;
                    end else if (enable) begin
                        out <= in;
                    end
                end
            end else if (RSTTYPE == "ASYNC") begin
                always @(posedge clk or posedge rst) begin
                    if (rst) begin
                        out <= 0;
                    end else if (enable) begin
                        out <= in;
                    end
                end
            end
        end
    endgenerate
endmodule
module top_module (
    input clk,
    input rst,
    input enable,
    input [17:0] in,
    output [17:0] out
);
    register_or_not #(
        .SEL(1),
        .RSTTYPE("SYNC"),
        .WIDTH(18)
    ) uut (
        .clk(clk),
        .rst(rst),
        .enable(enable),
        .in(in),
        .out(out)
    );
endmodule
==> /design/flow/run.sh <==
#!/bin/bash
# OpenROAD 26Q1-2900-gdf79404cd8, Yosys 0.63+post, stock flow scripts
make -C /OpenROAD-flow-scripts/flow DESIGN_CONFIG=/design/flow/config.mk WORK_HOME=/design/flow/orfs finish
==> /design/flow/config.mk <==
export PLATFORM = sky130hd
export DESIGN_NAME = top_module
export DESIGN_NICKNAME = top_module
export VERILOG_FILES = /design/flow/design.v
export SDC_FILE = /design/flow/constraint.sdc
export NUM_CORES = 4
export LEC_CHECK = 1
export CORE_AREA = 10 10 88 88
export DIE_AREA = 0 0 98 98
==> /design/flow/constraint.sdc <==
current_design top_module

set clk_period 1.0
set clk_io_pct 0.2

create_clock -name clk0 -period $clk_period [get_ports {clk}]

set non_clock_inputs [all_inputs -no_clocks]
set_input_delay [expr $clk_period * $clk_io_pct] -clock clk0 $non_clock_inputs
set_output_delay [expr $clk_period * $clk_io_pct] -clock clk0 [all_outputs]
==> results_slide.txt <==
Run Summary

Status
  • Status: complete, no violations

Placement
  • Buffers on Ports: 38
  • Placed wire-length estimate: 1530 um
  • Area post-placement: 1140 sq um
  • Placed Cells: 171
  • Dpl ws: -299 ps
  • GP Congestion: 0.709

Floorplan
  • IO Pins: 39
  • Die width: 98 um
  • Num rows: 28
  • Die Y: 98 um
  • Initial core utilization: 11.0%
  • Placeable Area: 5920 sq um
  • Die area: 9600 sq um

Synth
  • Post-synth top area cell: dfxtp_1
  • Cells after synthesis: 58
  • Top cells, area: dfxtp_1 (55%), mux2i_1 (28%), nor2_1 (10%), buf_12 (3.1%), buf_6 (1.7%)
  • Yosys stat area: 649 sq um
  • Mapped Area: 649 sq um
  • Yosys Instances: 58
  • Seq share, synth: 55.5%
  • Synth Register Bits: 18
  • Syn avg cell area: 11.2 sq um
  • Post-synth cell types: 7
  • Area leader share: 55.5%
  • Synth warn: 1

Worst setup path
  • Worst-path fanout max: 2
  • CP cell instances: clkdlybuf4s15_1
  • CP max-delay cell: dfxtp_2
  • WP data arrival: 760 ps
  • Max stage delay on crit path: 330 ps
  • Crit path max-delay family: flip-flops
  • Startpoint class of the critical path: register
  • Crit path capture type: output port
  • WP data required: 800 ps
  • CP Class: register to output port
  • Bufs and invs on worst path: 1

Drt
  • Vias per Instance: 3.08
  • 1st-iter DRT viols: 19
  • Routed length per instance: 11.4 um
  • Routed Antenna Nets: 0
  • Post-route DRC: 0
  • Ant. Diodes: 0
  • Routed WL: 2010 um
  • Number of detailed-route iterations in the first pass: 2
  • DR vias: 542

Final layout
  • Largest register by flop count: uut.out
  • Largest regs: uut.out (18)
  • Area growth from synthesis to layout: 88.1%
  • Final non-filler cell area: 1220 sq um
  • Cell Count, Final, Fillers Out: 176
  • Most frequent logic cell in the layout: clkdlybuf4s50_1
  • Number of flip-flops in the largest register: 18
  • Util after Layout: 20.6%
  • Proportion of layout cells with a drive suffix above 1: 31.7%
  • Most numerous logic cells after layout: clkdlybuf4s50_1 (19), mux2i_1 (18), nor2_1 (18), dfxtp_2 (18), clkdlybuf4s15_1 (13)

Hold path
  • Tightest Hold Check Type: register to register

Clock network
  • CTS tree: yes
  • Root buffer cell: clkbuf_8
  • H-tree depth: 1
  • Clock Tree Buf Depth: 2
  • Post-CTS Setup Inserts: 0
  • CTS sink cnt: 18
  • Cts hold-fix bufs: 0
  • CTS Buf Count: 3
  • Clock slew seen by the registers of the worst setup and hold paths: 70 ps
  • Clk latency late pin: 250 ps

Job
  • Max-cap violations: 0
  • OpenROAD warning count: 25

Global routing
  • Total gr overflow: 0
  • GR Util All Layers: 4.10%
  • Largest net degree at the start of global routing: 15
  • First-pass GRT wire length: 3290 um
  • Initial antenna violation count: 0
  • Vias in the first global route: 624

STA
  • Fmax achieved: 1040 MHz
  • Final setup viols: 0
  • Max-slew violations: 0
  • Tmin final: 963 ps
  • Hold WS: 481 ps
  • Fin. Hold Viols: 0
  • Final worst-path setup slack: 37.3 ps
  • Least-Margin Pin Slew: 212 ps
  • Tcrit/Tclk final: 96.3%
  • Slew HR: 85.9%
  • Unrepaired setup endpoints after global routing: no
  • Setup TNS Final: 0 ps
  • Worst Clk Skew: 0 ps

Pwr
  • Total Power: 1.64 mW
  • Leak Pwr: 0.532 nW
  • Cell Pwr Density: 1340 nW/um^2
  • Worst IR drop on VDD: 379 uV
cell usage after synthesis:
master	n
buf_6	1
dfxtp_1	18
clkbuf_2	1
nor2_1	18
buf_2	1
mux2i_1	18
buf_12	1
final timing paths:
kind,slack (ps),startpoint,endpoint,cells past startpoint
worst min-delay path,480,uut.out[0],uut.out[0],2
worst min register to register,480,uut.out[0],uut.out[0],2
worst max register to register,400,uut.out[12],uut.out[12],2
worst max-delay path,40,uut.out[5],out[5],1
metal layers:
metal | share of wire, % | up-vias | track usage, %
li1 | - | 283 | -
met1 | 37 | 242 | 4.78
met2 | 51 | 15 | 6.90
met3 | 8.7 | 2 | 1.49
met4 | 2.4 | 0 | 1.12
met5 | 0 | - | 0
what timing repair did:
item / CTS / global route
endpoints found under the setup margin: 34 / 5
cloned: 1 / 0
resized: 55 / 5
cell type report:
cell class                 instances  area (sq um)
multi-input combinational         36           248
fill                             639          4700
tap                               75          93.8
sequential                        18           383
clock buffer                       4          55.1
timing repair buffer              43           442
where the power goes:
part	internal [mW]	total, mW	switching (mW)
clock	0.349	0.593	0.243
combinational	0.185	0.261	0.0758
sequential	0.768	0.788	0.0196
total	1.30	1.64	0.339
cells by family (layout without fill, tap and decap cells):
group / after synthesis / after routing / synth area share (%)
mux: 18 / 18 / 27.7
simple gates: 18 / 18 / 10.4
buf+inv: 4 / 47 / 6.36
flops: 18 / 18 / 55.5
No activity file was given, so power comes from the tool's default toggle rates.
