`design/flow/config.mk`:
```
export PLATFORM = sky130hd
export DESIGN_NAME = DSP_project
export DESIGN_NICKNAME = DSP_project
export VERILOG_FILES = /design/flow/design.v
export SDC_FILE = /design/flow/constraint.sdc
export NUM_CORES = 4
export LEC_CHECK = 1
export CORE_UTILIZATION = 50
```
`design/flow/constraint.sdc`:
```
current_design DSP_project

set clk_period 21.0
set clk_io_pct 0.2

create_clock -name clk0 -period $clk_period [get_ports {clk}]

set non_clock_inputs [all_inputs -no_clocks]
set_input_delay [expr $clk_period * $clk_io_pct] -clock clk0 $non_clock_inputs
set_output_delay [expr $clk_period * $clk_io_pct] -clock clk0 [all_outputs]
```
`design/flow/run.sh`:
```
#!/bin/bash
# OpenROAD 26Q1-2900-gdf79404cd8, Yosys 0.63+post, stock flow scripts
make -C /OpenROAD-flow-scripts/flow DESIGN_CONFIG=/design/flow/config.mk WORK_HOME=/design/flow/orfs finish
```
`design/flow/design.v`:
```
module DSP_project (A , B , D , C , clk , CARRYIN , OPMODE , BCIN , RSTA , RSTB , RSTM , RSTP ,
	 RSTC , RSTD , RSTCARRYIN , RSTOPMODE , CEA , CEB , CEM , CEP , CEC , CED , CECARRYIN , CEOPMODE , PCIN ,
	 BCOUT , PCOUT , P , M , CARRYOUT , CARRYOUTF );
parameter A0REG = 0 ; parameter A1REG= 1 ; parameter B0REG = 0 ; parameter B1REG = 1 ;
parameter CREG = 1 ; parameter DREG = 1 ; parameter MREG =1 ;  parameter PREG = 1 ; 
parameter CARRYINREG = 1 ; parameter CARRYOUTREG =1 ; parameter OPMODEREG = 1 ;
parameter CARRYINSEL = "OPMODE5" ; parameter B_INPUT = "DIRECT" ;  parameter RSTTYPE = "SYNC";
input [17:0] A , B , D , BCIN ;
input [47:0] C , PCIN ;
input [7:0] OPMODE ;
input clk , CARRYIN  , RSTA , RSTB , RSTM , RSTP ,RSTC , RSTD , RSTCARRYIN , RSTOPMODE ;
input  CEA , CEB , CEM , CEP , CEC , CED , CECARRYIN , CEOPMODE  ;
output CARRYOUT  ;
output reg CARRYOUTF ; 
output reg [17:0]BCOUT ;
output [47:0] P ;
output reg [47:0] PCOUT ;
output reg [35:0] M ;
wire [17:0] b , b0 , d , a0  , a1 , b1 ;
reg [17:0]  pre_adder_subtracter , b1_before  ;
wire [47:0] c  ;
reg [47:0] d_a_b_connected , x , z , post_adder_subtracter  ;
reg [35:0] multiplication  ;
wire [35:0] m ;
wire [7:0] opmode ; 
wire carry_cascade , cyi  ; 
reg  cyo ;
register_or_not #(.SEL(A0REG), .RSTTYPE(RSTTYPE) , .WIDTH(18)) a00 (.clk(clk), .in(A), .out(a0), .rst(RSTA), .enable(CEA));
register_or_not #(.SEL(B0REG), .RSTTYPE(RSTTYPE) , .WIDTH(18)) b00 (.clk(clk), .in(b), .out(b0), .rst(RSTB), .enable(CEB));
register_or_not #(.SEL(CREG), .RSTTYPE(RSTTYPE) , .WIDTH(48)) cc (.clk(clk), .in(C), .out(c), .rst(RSTC), .enable(CEC));
register_or_not #(.SEL(DREG), .RSTTYPE(RSTTYPE) , .WIDTH(18)) dd (.clk(clk), .in(D), .out(d), .rst(RSTD), .enable(CED));
register_or_not #(.SEL(OPMODEREG), .RSTTYPE(RSTTYPE) , .WIDTH(8)) opmodee (.clk(clk), .in(OPMODE), .out(opmode), .rst(RSTOPMODE), .enable(CEOPMODE));
register_or_not #(.SEL(A1REG), .RSTTYPE(RSTTYPE) , .WIDTH(18)) a11 (.clk(clk), .in(a0), .out(a1), .rst(RSTA), .enable(CEA));
register_or_not #(.SEL(B1REG), .RSTTYPE(RSTTYPE) , .WIDTH(18)) b11 (.clk(clk), .in(b1_before), .out(b1), .rst(RSTB), .enable(CEB));
register_or_not #(.SEL(CARRYINREG), .RSTTYPE(RSTTYPE) , .WIDTH(1)) carry_cas (.clk(clk), .in(carry_cascade), .out(cyi), .rst(RSTCARRYIN), .enable(CECARRYIN));
register_or_not #(.SEL(MREG), .RSTTYPE(RSTTYPE) , .WIDTH(36)) mm (.clk(clk), .in(multiplication), .out(m), .rst(RSTM), .enable(CEM));
register_or_not #(.SEL(CARRYOUTREG), .RSTTYPE(RSTTYPE) , .WIDTH(1)) carry_out (.clk(clk), .in(cyo), .out(CARRYOUT), .rst(RSTCARRYIN), .enable(CECARRYIN));
register_or_not #(.SEL(PREG), .RSTTYPE(RSTTYPE) , .WIDTH(48)) pp (.clk(clk), .in(post_adder_subtracter), .out(P), .rst(RSTP), .enable(CEP));
generate 
	if(B_INPUT=="DIRECT")
	assign b = B ;	
	else if (B_INPUT=="CASCADE")
	assign b= BCIN ;
endgenerate
generate
	if(CARRYINSEL == "OPMODE5")
  assign carry_cascade = opmode[5];
else if (CARRYINSEL == "CARRYIN")
  assign carry_cascade = CARRYIN ;
endgenerate
	always @(*) begin
		if(opmode[6]==0)
		pre_adder_subtracter=b0+d ;
		else 
		pre_adder_subtracter=d-b0 ;
		if(opmode[4])
		b1_before= pre_adder_subtracter ;
		else 
		b1_before= b0 ; 
		BCOUT= b1 ;
		multiplication=b1*a1 ;
		M=m ;
		d_a_b_connected = {d[11:0] , a1 , b1 } ;
		case (opmode[3:2])
		2'b00 : z= 48'b0;
		2'b01 : z= PCIN ;
		2'b10 : z= P ;
		2'b11 : z= c;
		endcase
		case (opmode[1:0]) 
		2'b00 : x= 48'b0;
		2'b01 : x= m ;
		2'b10 : x= P ;
		2'b11 : x= d_a_b_connected;
		endcase
		if (opmode[7])
		{cyo,post_adder_subtracter}= z-x-cyi ;
		else 
		{cyo,post_adder_subtracter}= z+x+cyi ;
		CARRYOUTF=CARRYOUT ;
		PCOUT=P;
	end
endmodule
module register_or_not (clk, in, out, rst, enable);
    parameter SEL = 1; 
    parameter RSTTYPE = "SYNC";
    parameter WIDTH = 18; 
    input clk, rst, enable; 
    input [WIDTH-1:0] in;
    output reg [WIDTH-1:0] out;
    generate
        if (SEL == 0) begin
            always @(*) begin
                out = in; 
            end
        end else if (SEL == 1) begin
            if (RSTTYPE == "SYNC") begin
                always @(posedge clk) begin
                    if (rst) begin
                        out <= 0;
                    end else if (enable) begin
                        out <= in;
                    end
                end
            end else if (RSTTYPE == "ASYNC") begin
                always @(posedge clk or posedge rst) begin
                    if (rst) begin
                        out <= 0;
                    end else if (enable) begin
                        out <= in;
                    end
                end
            end
        end
    endgenerate
endmodule
```
==> flow_summary.toml <==
# yosys + openroad results
[finish]
layout.cells.most_common_list = "424 x inv_1, 321 x clkdlybuf4s50_1, 297 x nand2_1"
fill_cells = 4810
final-seq-area_sq_um = 3930
final_area_sq_um = 31600
area_delta_synth_final_pct = 14.3
drive_above_1_share_pct = 5.83
lay_top_count = "inv_1"
final_cells = 4183
comb_area_sq_um = 21000

[die]
chipArea_sq_um = 56300
core_sq_um = 54200
io_pins = 346
die_h_um = 237
fp-row-count = 85
floorplan.core_util_pct = 51.0
die_w_um = 237

[hold_path]
hold_path.class = "reg2reg"
min_from = "b11.out[14]$_SDFFE_PP0P_"

[sta]
setup_violations = 0
slew_violations = 0
setup_tns_ps = 0
finClkSkew_ps = 13.6
fin_crit_ps = 8260
tightest_slew_ps = 857
period_used_pct = 39.4
rsz0062_at_grt = "false"
fmax_ghz = 0.121
hold_viol_final = 0
relSlewSlack_pct = 42.8

[placed_design]
io_buffers = 326
dpl.hpwl_um = 68200
postPlaceCellArea_sq_um = 31000
place_inst = 4147
gp_congestion = 0.966

[critical_path]
cpLargestDelayFamily = "AND-OR/OR-AND gates"
crit_slowest_cell = "fa_1"
cp-start-kind = "primary input"
r2r-start = "a11.out[9]$_SDFFE_PP0P_"
path_class = "in2reg"
crit_arrival_ps = 8640
path_depth = 15
reg2reg_to = "mm.out[35]$_SDFFE_PP0P_"
crit_chain = "clkdlybuf4s50_1, mux2_2, a22oi_1, fa_1, inv_1, fa_1, a211oi_1, o21ai_1, o211ai_1, o21ai_1, a41o_1, a21oi_2, o41ai_4, o311ai_0, o21ai_0"
rr_worst_depth = 22
rrSetupSlack_ps = 13990
worstSetupEndpoint = "pp.out[44]$_SDFFE_PP0P_"
critPathLaunch = "PCIN[0]"
slowest_delay_ps = 490
required_ps = 21370
setup.worst_path.end_class = "flip-flop"
critPathMaxFanout = 4
cp.buffers_inverters = 2

[clocking]
clk_pin_slew_ps = 80
cts_hold_buffers = 0
cts_buffers = 17
root_buffer = "clkbuf_16"
cts_buffer_depth = 2
clk_latency_ps = 520
cts_tree = "yes"
cts_num_sinks = 196
post-cts-setup-buffers = 0
cts-resized-gates = 0
htree_levels = 4

[logic_synthesis]
synth.distinct_cells = 89
numSynthFlops = 196
yosys_cells = 3326
syn_inst = 3326
syn_area_sq_um = 27700
ys_seq_share_pct = 14.2
yosys_most_used_dff = "dfxtp_1"
topCellsByArea = "fa_1 19%, dfxtp_1 14%, ha_1 12%"
netlist.area_leader.share_pct = 18.9
yosys_warnings = 7
syn_area_per_cell_sq_um = 8.32
async_flop_share_pct = 0
top_area_cell = "fa_1"
yosys_area_sq_um = 27700
edf_count = 0

[global_routing]
grt-ovfl-total = 0
grt_use_total_pct = 33.6
grt_max_degree = 61
grt_pass1_wl_um = 139000
grt_pass1_vias = 24400
antenna_found_initial = 4

[pwr]
pwr_density_cell_nw_per_um2 = 53.2
totalPowerFinal_mw = 1.68
ir_drop_v = 0.0000660
p_leak_nw = 15.0

[detailed_routing]
drtPass1Iterations = 5
route.final.wire_length_um = 88900
wl_per_cell_um = 21.2
drtIter0Drc = 1075
route.detailed.drc = 0
vias = 23900
viasPerCell = 5.70
ant_nets = 0

[run]
cap_violations = 0
warning_count = 91

[outcome]
status = "complete, no violations"
## cell families after synthesis
group           after synthesis  synth area share [%]
simple gates                910                  15.3
buf+inv                     678                  9.97
compound gates              647                  16.5
fa+ha+maj                   528                  31.0
mux                         232                  8.77
flops                       196                  14.2
xor+xnor                    135                  4.27
## sequential cells by signal, summed over array words and instances (netlist names)
signal	count
b11.out	18
carry_cas.out	1
opmodee.out	8
a11.out	18
dd.out	18
cc.out	48
pp.out	48
mm.out	36
carry_out.out	1
## tightest hold or removal path: stages (launching register included)
cell     delay (ps)
dfxtp_1         310
nor2_1           80
nor3_1           50
## where the power goes
group / internal (mW) / leakage [nW] / switching, mW
logic: 0.391 / 13.1 / 0.488
clock network: 0.173 / 0.297 / 0.181
registers: 0.405 / 1.62 / 0.0455
total: 0.969 / 15.0 / 0.715
## worst min path at each step
stage | end | cells past startpoint | slack, ps
4_1_cts | b11.out[14]$_SDFFE_PP0P_ | 2 | 490
5_1_grt | b11.out[16]$_SDFFE_PP0P_ | 2 | 510
6_report | b11.out[14]$_SDFFE_PP0P_ | 2 | 480
## layout make-up
class	count	share of cell area (%)
Inverter	425	5.04
Tap cell	696	2.75
Sequential cell	196	12.4
Antenna cell	4	0.0316
Multi-Input combinational cell	2452	66.4
Clock inverter	14	0.498
Timing Repair Buffer	378	11.5
Clock buffer	18	1.39
## through the flow
step                      hold slack [ps]  utilization [%]  worst slack [ps]
after floorplan                       439                -             13600
after global placement                467             57.2             12290
after detailed placement              476             57.2             12260
after CTS                             487             58.3             12800
after global routing                  511             58.3             12540
final                                 481             58.3             12740
## cells in the mapped netlist, types with 23 or more instances
cell	count
a22o_1	84
ha_1	267
a211oi_1	52
nand4_1	25
nor2_1	275
nand3_1	26
fa_1	261
dfxtp_1	196
inv_1	424
nand2b_1	23
clkbuf_1	161
a21oi_1	148
nand2_1	297
buf_4	51
nor3_1	34
o21ai_0	73
xnor2_1	87
a21o_1	88
mux2i_1	149
nor2b_1	32
mux2_2	83
and2_1	140
xor2_1	48
## routing by layer
| metal | GRT usage (%) | vias to the layer above | share of wire (%) |
|---|---|---|---|
| li1 | - | 11300 | - |
| met1 | 46.4 | 11400 | 43 |
| met2 | 51.8 | 940 | 45 |
| met3 | 10.8 | 151 | 9.2 |
| met4 | 10.0 | 0 | 3.6 |
| met5 | 0 | - | 0 |
Power figures rest on the tool's default switching activity, not on a simulated workload.
